### /design/flow/design.v
module AHB_SYNC #(parameter [31:0] DATA_WIDTH = 16,ADDR_WIDTH = 6)
(
	input wire 						HCLK,
	input wire 						req,
	input wire 	[ADDR_WIDTH-1:0]	DADR,
	input wire 	[ADDR_WIDTH-1:0]	CADR,
	input wire 						DLEN,
	input wire 						DBIT,	
	output reg						ack,
	output reg 						REGs_ready,
	output reg 	[ADDR_WIDTH-1:0]	DADR_O,
	output reg 	[ADDR_WIDTH-1:0]	CADR_O,
	output reg 						DLEN_O,
	output reg 						DBIT_O
);
	reg  		Latch1OUT;
	reg 		Latch2IN;
	reg 		Latch2OUT;
	reg 		Latch3IN;
	always @(posedge HCLK) begin
		Latch1OUT <= req;
		Latch2IN <= Latch1OUT;
		Latch2OUT <= Latch2IN;
		Latch3IN <= Latch2OUT;
		REGs_ready <= Latch3IN;
	end
	always @(Latch2OUT or REGs_ready) begin
	if(Latch2OUT && !REGs_ready) begin
		DADR_O <= DADR;
		CADR_O <= CADR;
		DLEN_O <= DLEN;
		DBIT_O <= DBIT;
		ack = 1'b1;
	end else begin
		ack = 1'b0;
	end
	end
endmodule
### /design/flow/constraint.sdc
current_design AHB_SYNC

set clk_period 1.8
set clk_io_pct 0.2

create_clock -name clk0 -period $clk_period [get_ports {HCLK}]

set non_clock_inputs [all_inputs -no_clocks]
set_input_delay [expr $clk_period * $clk_io_pct] -clock clk0 $non_clock_inputs
set_output_delay [expr $clk_period * $clk_io_pct] -clock clk0 [all_outputs]
### /design/flow/run.sh
#!/bin/bash
# OpenROAD 26Q1-2900-gdf79404cd8, Yosys 0.63+post, stock flow scripts
make -C /OpenROAD-flow-scripts/flow DESIGN_CONFIG=/design/flow/config.mk WORK_HOME=/design/flow/orfs finish
### /design/flow/config.mk
export PLATFORM = sky130hd
export DESIGN_NAME = AHB_SYNC
export DESIGN_NICKNAME = AHB_SYNC
export VERILOG_FILES = /design/flow/design.v
export SDC_FILE = /design/flow/constraint.sdc
export NUM_CORES = 4
export LEC_CHECK = 1
export CORE_AREA = 10 10 70 70
export DIE_AREA = 0 0 80 80
==> impl_metrics.py <==
# Flow results
metrics = {
    "status": {
        "status": "finished clean",
    },
    "cells_and_area": {
        "layout.cells.non_filler": 102,
        "area_growth_pct": 124.3,
        "layout-drive-gt1-share_pct": 10.71,
        "top_regs": "CADR_O x6, DADR_O x6",
        "fin_area_um2": 726.9,
    },
    "drt": {
        "drc": 0,
        "vias": 276,
        "wl_per_cell_um": 10.10,
        "via_per_inst": 2.706,
        "dr.pass1.iters": 1,
        "wl_mm": 1.030,
        "antenna_cells": 0,
        "drt_iter0_drc": 0,
        "antenna_left": 0,
    },
    "timing": {
        "tns_ps": 0,
        "period_used_pct": 88.26,
        "period_needed_ps": 1589,
        "finClkSkew_ps": 0.8549,
        "worst-slew-pin-transition_ps": 153.2,
        "untimed_endpoints": 28,
        "finalSetupViolCount": 0,
        "hold_viol": 0,
        "drv_slew": 0,
        "holdWs_ps": 328.7,
        "relSlewSlack_pct": 89.77,
        "max_freq_mhz": 629.5,
        "unclocked_pins": 14,
        "rsz0062_at_grt": "no",
    },
    "yosys": {
        "yosysCellCount": 20,
        "netlist.area_leader.share_pct": 64.86,
        "topCellsByArea": "dlxtp_1 65%, dfxtp_1 31%, nor2b_4 4.2%",
        "yosysUniqueCellTypes": 3,
        "synth_flop_count": 19,
        "ys_chip_area_um2": 324.1,
        "yosysWarnings": 1,
        "syn-instance-count": 20,
        "yosysTopAreaCell": "dlxtp_1",
        "syn_area_um2": 324.1,
        "synth.avg_cell_area_um2": 16.20,
    },
    "place": {
        "post-dp-hpwl_um": 901.1,
        "portBuffers": 31,
        "place_congestion": 0.7635,
        "placed_area_um2": 699.4,
        "place_inst": 98,
    },
    "cts": {
        "cts-root-buf": "clkbuf_4",
        "cts_resized": 0,
        "cts_tree": "yes",
        "cts_buffers": 3,
        "post_cts_buffers": 0,
        "cts.htree.levels": 1,
        "holdBufCountCts": 0,
        "clkTransAtPathRegs_ps": 50,
        "clock_latency_ps": 240,
        "clock_path_buffers": 2,
    },
    "power": {
        "power_frac_seq_pct": 43.6,
        "p_int_uw": 256.7,
        "combPwrFrac_pct": 15.8,
        "p_leak_nw": 0.3044,
        "power_density_mw_per_mm2": 437.3,
        "finalPower_uw": 317.9,
        "p_sw_uw": 61.23,
        "peakVddDrop_v": 0.0005925,
        "p_sw_share_pct": 19.26,
        "power.share.clock_pct": 40.6,
    },
    "hold_path": {
        "min_path_type": "register to register",
        "whs_path_depth": 0,
        "hold-path-endpoint": "Latch2OUT$_DFF_P_",
        "min-delay-start": "Latch2IN$_DFF_P_",
    },
    "setup_path": {
        "crit_path_max_fanout": 4,
        "crit_path_end_kind": "output port",
        "worst-r2r-cell-count": 0,
        "cp_slowest_cell": "clkdlybuf4s50_1",
        "crit_family": "buffers and inverters",
        "required_ps": 1440,
        "worstPathCellList": "nor2b_4, clkdlybuf4s50_1",
        "ff2ff_setup_slack_ps": 1380,
        "worstReg2RegEnd": "Latch3IN$_DFF_P_",
        "slowest_delay_ps": 480,
        "reg2reg_from": "Latch2OUT$_DFF_P_",
        "worstPathArrival_ps": 1230,
        "crit_path_start_kind": "register",
        "crit_buf_inv": 1,
        "crit_type": "register to output port",
    },
    "global_routing": {
        "grt_pass1_wl_mm": 1.511,
        "grt_util_all_layers_pct": 3.018,
        "top_usage_layer": "met2",
        "use_met1_pct": 3.285,
        "overflow": 0,
        "met2_usage_pct": 5.136,
        "antenna_found_initial": 0,
        "met3_usage_pct": 1.818,
        "grt_max_degree": 13,
        "grt_pass1_vias": 298,
    },
    "die": {
        "fp.dieH_um": 80,
        "dieArea_mm2": 0.006400,
        "fp_util_pct": 9.487,
        "core_area_mm2": 0.003416,
        "die_x_um": 80,
        "ioPinCount": 32,
        "num_rows": 21,
    },
    "flow_run": {
        "stage_log_warnings": 25,
        "maxCapViolations": 0,
    },
}
## power by group through the flow
stage | registers [mW] | clock network (mW) | logic, mW
4_1_cts | 0.139 | 0.135 | 0.0518
5_1_grt | 0.139 | 0.145 | 0.0551
6_report | 0.139 | 0.129 | 0.0502
## synthesized netlist by cell type
| cell | number |
|---|---|
| dfxtp_1 | 5 |
| nor2b_4 | 1 |
| dlxtp_1 | 14 |
## worst max path at each step
stage | startpoint | end | slack, ps | cells after the start
CTS | Latch2OUT$_DFF_P_ | ack | 170 | 2
global route | Latch2OUT$_DFF_P_ | ack | 110 | 2
finish | Latch2OUT$_DFF_P_ | ack | 210 | 2
## logic make-up (layout without fill, tap and decap cells)
logic type / after synthesis / in the layout / share of synthesized area (%)
buffers and inverters: 0 / 36 / 0
latches: 14 / 14 / 64.86
and+or+nand+nor: 1 / 1 / 4.246
DFF: 5 / 5 / 30.89
## per-layer routing
metal,part of all wire [%],routed length (um),vias up
met4,0,0,0
met3,15,152,0
met1,35,359,125
li1,-,-,132
met5,0,0,-
met2,50,518,19
## cell usage in the layout (no fill, tap or decap)
| cell | n |
|---|---|
| buf_4 | 1 |
| clkbuf_4 | 3 |
| clkdlybuf4s50_1 | 31 |
| clkinv_2 | 1 |
| dfxtp_1 | 5 |
| dlxtp_1 | 14 |
| nor2b_4 | 1 |
## stage by stage
| stage | worst slack (ps) | utilization, % |
|---|---|---|
| final | 211.4 | 21.28 |
| after floorplan | 929.2 | - |
| after global placement | 462.8 | 20.48 |
| after CTS | 173.3 | 21.28 |
| after global routing | 111.1 | 21.28 |
| after detailed placement | 448.6 | 20.48 |
## final cells by class
type	count	area [um^2]
fillers	367	2689
clock inverters	1	5.005
well taps	46	57.56
flip-flops and latches	19	310.3
multi-input cells	1	13.76
clock buffers	3	22.52
repair buffers	32	317.8
No activity file was given, so power comes from the tool's default toggle rates.
